===== flow/run.sh =====
#!/bin/bash
# OpenROAD 26Q1-2900-gdf79404cd8, Yosys 0.63+post, stock flow scripts
make -C /OpenROAD-flow-scripts/flow DESIGN_CONFIG=/design/flow/config.mk WORK_HOME=/design/flow/orfs finish

===== flow/config.mk =====
export PLATFORM = sky130hd
export DESIGN_NAME = led
export DESIGN_NICKNAME = led
export VERILOG_FILES = /design/flow/design.v
export SDC_FILE = /design/flow/constraint.sdc
export NUM_CORES = 4
export LEC_CHECK = 1
export CORE_AREA = 10 10 94 94
export DIE_AREA = 0 0 104 104

===== flow/constraint.sdc =====
current_design led

set clk_period 2.8
set clk_io_pct 0.2

create_clock -name clk0 -period $clk_period [get_ports {Clock}]

set non_clock_inputs [all_inputs -no_clocks]
set_input_delay [expr $clk_period * $clk_io_pct] -clock clk0 $non_clock_inputs
set_output_delay [expr $clk_period * $clk_io_pct] -clock clk0 [all_outputs]

===== flow/design.v =====
module led(
    input  Clock,
    output IO_voltage
);
parameter Clock_frequency = 27_000_000;  
parameter count_value       = 13_499_999;
reg [23:0]  count_value_reg ;  
reg         count_value_flag;  
always @(posedge Clock) begin
    if ( count_value_reg <= count_value ) begin  
        count_value_reg  <= count_value_reg + 1'b1;  
        count_value_flag <= 1'b0 ;  
    end
    else begin  
        count_value_reg  <= 23'b0;  
        count_value_flag <= 1'b1 ;  
    end
end
reg IO_voltage_reg = 1'b0;  
always @(posedge Clock) begin
    if ( count_value_flag )   
        IO_voltage_reg <= ~IO_voltage_reg;  
    else  
        IO_voltage_reg <= IO_voltage_reg;  
end
assign IO_voltage = IO_voltage_reg;
endmodule

==> impl_metrics.csv <==
group,metric,value,unit
synthesis,ys_area,0.001165,mm²
hold_path,min-delay-start,"count_value_flag",
timing,worst_pin_slew,0.5906,ns
synthesis,synth_top_area_share,42.96,%
timing,setup_viol,0,
route,m1WireLength,1037,µm
timing,fmax,537.1,MHz
clocking,h-tree-depth,1,
setup_path,critical_path_class,"register to register",
final_layout,layout_top_cell,"dfxtp_1",
synthesis,ys_cells,128,
clocking,clock_sinks,26,
route,drt_iter0_markers,39,
die,rows,30,
final_layout,drive_gt1_share,7.752,%
pwr,ir_drop,0.1575,mV
die,fp_util,17.05,%
timing,fin_tns_setup,0,ns
timing,slew_violations,0,
placed_design,gp_congestion,0.7616,
clocking,post_cts.repair.setup_buffers,0,
route,ant_nets,0,
placed_design,io_buffers,1,
clocking,clock_latency,0.27,ns
synthesis,avgSynthCellArea,9.101,µm²
die,die_w,104,µm
setup_path,required,2.96,ns
setup_path,worst-endpoint-arrival,2.02,ns
route,wl_per_cell,8.676,µm
setup_path,critPathLaunch,"count_value_reg[9]",
die,io_pins,2,
clocking,clockBufferDepth,2,
global_route,grt_pass1_vias,784,
route,drc_errors,0,
pwr,power,640.8,µW
clocking,ctsHoldBuffers,0,
timing,period_needed,1.862,ns
timing,fin_hold_ws,0.4351,ns
timing,finClkSkew,0.005050,ns
job,openroad.warnings,25,
global_route,grt_max_degree,20,
final_layout,area_growth,14.93,%
die,die.size.y,104,µm
route,maxUsedRoutingLayer,"met4",
route,wl_met2,840,µm
hold_path,hp-class,"register to register",
route,vias_per_cell,3.853,
setup_path,critPathLaunchType,"register",
timing,finalClockPeriodUsage,66.49,%
placed_design,hpwl,1296,µm
synthesis,ys_warn_count,1,
global_route,grt_usage,3.572,%
synthesis,ys_types,30,
route,diodes,0,
run_status,status,"complete, no violations",
synthesis,ys.flops,26,
timing,relSlewSlack,60.36,%
setup_path,cp_max_fo,19,
route,vias,867,
route,met3_length,47,µm
job,maxCapViolations,0,
clocking,clk_pin_slew,0.09,ns
clocking,cts_made_buffers,3,
final_layout,nFillCells,772,
die,chip_area,0.01082,mm²
synthesis,synth.cell_area,0.001165,mm²
setup_path,endpoint_kind,"register",
timing,final-hold-violation-count,0,
final_layout,mostFrequentLayoutCells,"25 x dfxtp_1, 16 x nor2_1, 11 x xor2_1",
route,totalWireLength,1952,µm
synthesis,seq_area_frac_synth,45.54,%
clocking,cts_resized,0,
pwr,powerDensity,478.6,mW/mm²
global_route,overflow,0,
global_route,grt_pass1_wl,3512,µm
synthesis,largest_area_cell,"dfxtp_1",
die,core_area,0.006832,mm²
setup_path,reg2reg_from,"count_value_reg[9]",
pwr,power.leakage,0.5514,nW
global_route,antenna_found_initial,0,
synthesis,synth_cells,128,
route,firstDrtPassIters,4,
clocking,root_buffer,"clkbuf_8",
timing,rsz0062_at_grt,"no",
synthesis,synthTopCellsByArea,"dfxtp_1 43%, xor2_1 8.3%, nor2_1 5.2%",
final_layout,largest_register_ffs,24,
clocking,cts_tree,"done",
==> per-layer routing <==
metal  GRT usage (%)  vias to the layer above
met4          0.3976                        0
met3          0.7519                        2
li1                -                      461
met2           5.405                        7
met1           5.249                      397
met5               0                        -
==> stage by stage <==
step,instance area (µm²),std cells,util (%),setup WS (ns)
final,1339,225,19.60,0.9383
after global placement,1272,221,18.63,1.026
after detailed placement,1272,221,18.63,0.9711
after global routing,1339,225,19.60,0.7661
after CTS,1339,225,19.60,0.9488
after floorplan,1165,128,-,1.151
==> final cells by class <==
type / instances / area, µm² / share of cell area (%)
Sequential cell: 26 / 530.5 / 39.63
Clock buffer: 4 / 66.31 / 4.953
Inverter: 5 / 18.77 / 1.402
Tap cell: 96 / 120.1 / 8.972
Timing Repair Buffer: 2 / 17.52 / 1.308
Multi-Input combinational cell: 92 / 585.6 / 43.74
==> logic make-up (layout without fill, tap and decap cells) <==
family | count (synthesis) | count (layout) | share of synthesized area (%)
compound gates | 21 | 21 | 10.53
xor+xnor | 13 | 13 | 9.775
fa+ha+maj | 1 | 1 | 1.074
buf+inv | 10 | 11 | 4.188
flops | 26 | 26 | 45.54
simple gates | 57 | 57 | 28.89
==> synthesized netlist by cell type, drive strengths merged <==
| library cell | number |
|---|---|
| buf | 4 |
| nand4 | 8 |
| ha | 1 |
| o21ai | 7 |
| and4 | 5 |
| or3 | 5 |
| inv | 5 |
| and2 | 2 |
| or4 | 4 |
| o31ai | 3 |
| xor2 | 11 |
| nand2 | 7 |
| xnor2 | 2 |
| clkbuf | 1 |
| a21o | 1 |
| and4b | 1 |
| a21oi | 9 |
| dfxtp | 25 |
| a211o | 1 |
| nor2 | 16 |
| edfxtp | 1 |
| and3 | 1 |
| nand3 | 8 |
==> worst paths after layout <==
kind,depth (start not counted),to,slack (ns)
hold / removal,0,IO_voltage_reg,0.44
hold reg to reg,0,IO_voltage_reg,0.44
setup / recovery,5,count_value_reg[2],0.94
setup reg to reg,5,count_value_reg[2],0.94
==> critical path, cell delays in order (launching register included) <==
cell and delay (ns):
dfxtp_1 0.37, and4_1 0.36, nand3_1 0.11, o21ai_1 0.49
buf_4 0.35, nor2_1 0.07
==> where the power goes <==
| part | switching [mW] | internal [mW] | total, mW |
|---|---|---|---|
| Combinational | 0 | 0 | 0.000000305 |
| Sequential | 0 | 0.371 | 0.371 |
| Clock | 0.114 | 0.155 | 0.269 |
| Total | 0.114 | 0.527 | 0.641 |
Power and IR drop assume default switching activity.
