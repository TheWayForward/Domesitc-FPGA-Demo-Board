### run.sh
#!/bin/bash
# OpenROAD 26Q1-2900-gdf79404cd8, Yosys 0.63+post, stock flow scripts
make -C /OpenROAD-flow-scripts/flow DESIGN_CONFIG=/design/flow/config.mk WORK_HOME=/design/flow/orfs finish
### config.mk
export PLATFORM = sky130hd
export DESIGN_NAME = lcd114_test
export DESIGN_NICKNAME = lcd114_test
export VERILOG_FILES = /design/flow/design.v
export SDC_FILE = /design/flow/constraint.sdc
export NUM_CORES = 4
export LEC_CHECK = 1
export CORE_UTILIZATION = 50
### constraint.sdc
current_design lcd114_test

set clk_period 7.3
set clk_io_pct 0.2

create_clock -name clk0 -period $clk_period [get_ports {clk}]

set non_clock_inputs [all_inputs -no_clocks]
set_input_delay [expr $clk_period * $clk_io_pct] -clock clk0 $non_clock_inputs
set_output_delay [expr $clk_period * $clk_io_pct] -clock clk0 [all_outputs]
### design.v
`timescale 1ps/1ps
module lcd114_test(
	input clk,  
	input resetn,
	output lcd_resetn,
	output lcd_clk,
	output lcd_cs,
	output lcd_rs,
	output lcd_data,
	output lcd_bl
);
assign lcd_bl =1'b1;
localparam MAX_CMDS = 69;
wire [8:0] init_cmd[MAX_CMDS:0];
assign init_cmd[ 0] = 9'h036;
assign init_cmd[ 1] = 9'h170;
assign init_cmd[ 2] = 9'h03A;
assign init_cmd[ 3] = 9'h105;
assign init_cmd[ 4] = 9'h0B2;
assign init_cmd[ 5] = 9'h10C;
assign init_cmd[ 6] = 9'h10C;
assign init_cmd[ 7] = 9'h100;
assign init_cmd[ 8] = 9'h133;
assign init_cmd[ 9] = 9'h133;
assign init_cmd[10] = 9'h0B7;
assign init_cmd[11] = 9'h135;
assign init_cmd[12] = 9'h0BB;
assign init_cmd[13] = 9'h119;
assign init_cmd[14] = 9'h0C0;
assign init_cmd[15] = 9'h12C;
assign init_cmd[16] = 9'h0C2;
assign init_cmd[17] = 9'h101;
assign init_cmd[18] = 9'h0C3;
assign init_cmd[19] = 9'h112;
assign init_cmd[20] = 9'h0C4;
assign init_cmd[21] = 9'h120;
assign init_cmd[22] = 9'h0C6;
assign init_cmd[23] = 9'h10F;
assign init_cmd[24] = 9'h0D0;
assign init_cmd[25] = 9'h1A4;
assign init_cmd[26] = 9'h1A1;
assign init_cmd[27] = 9'h0E0;
assign init_cmd[28] = 9'h1D0;
assign init_cmd[29] = 9'h104;
assign init_cmd[30] = 9'h10D;
assign init_cmd[31] = 9'h111;
assign init_cmd[32] = 9'h113;
assign init_cmd[33] = 9'h12B;
assign init_cmd[34] = 9'h13F;
assign init_cmd[35] = 9'h154;
assign init_cmd[36] = 9'h14C;
assign init_cmd[37] = 9'h118;
assign init_cmd[38] = 9'h10D;
assign init_cmd[39] = 9'h10B;
assign init_cmd[40] = 9'h11F;
assign init_cmd[41] = 9'h123;
assign init_cmd[42] = 9'h0E1;
assign init_cmd[43] = 9'h1D0;
assign init_cmd[44] = 9'h104;
assign init_cmd[45] = 9'h10C;
assign init_cmd[46] = 9'h111;
assign init_cmd[47] = 9'h113;
assign init_cmd[48] = 9'h12C;
assign init_cmd[49] = 9'h13F;
assign init_cmd[50] = 9'h144;
assign init_cmd[51] = 9'h151;
assign init_cmd[52] = 9'h12F;
assign init_cmd[53] = 9'h11F;
assign init_cmd[54] = 9'h11F;
assign init_cmd[55] = 9'h120;
assign init_cmd[56] = 9'h123;
assign init_cmd[57] = 9'h021;
assign init_cmd[58] = 9'h029;
assign init_cmd[59] = 9'h02A;  
assign init_cmd[60] = 9'h100;
assign init_cmd[61] = 9'h128;
assign init_cmd[62] = 9'h101;
assign init_cmd[63] = 9'h117;
assign init_cmd[64] = 9'h02B;  
assign init_cmd[65] = 9'h100;
assign init_cmd[66] = 9'h135;
assign init_cmd[67] = 9'h100;
assign init_cmd[68] = 9'h1BB;
assign init_cmd[69] = 9'h02C;  
localparam INIT_RESET   = 4'b0000;  
localparam INIT_PREPARE = 4'b0001;  
localparam INIT_WAKEUP  = 4'b0010;  
localparam INIT_SNOOZE  = 4'b0011;  
localparam INIT_WORKING = 4'b0100;  
localparam INIT_DONE    = 4'b0101;  
localparam CNT_100MS = 32'd27;
localparam CNT_120MS = 32'd32;
localparam CNT_200MS = 32'd54;
reg [ 3:0] init_state;
reg [ 6:0] cmd_index;
reg [31:0] clk_cnt;
reg [ 4:0] bit_loop;
reg [15:0] pixel_cnt;
reg lcd_cs_r;
reg lcd_rs_r;
reg lcd_reset_r;
reg [7:0] spi_data;
assign lcd_resetn = lcd_reset_r;
assign lcd_clk    = ~clk;
assign lcd_cs     = lcd_cs_r;
assign lcd_rs     = lcd_rs_r;
assign lcd_data   = spi_data[7];  
wire [15:0] pixel = (pixel_cnt >= 21600) ? 16'hF800 :
					(pixel_cnt >= 10800) ? 16'h07E0 : 16'h001F;
always@(posedge clk or negedge resetn) begin
	if (~resetn) begin
		clk_cnt <= 0;
		cmd_index <= 0;
		init_state <= INIT_RESET;
		lcd_cs_r <= 1;
		lcd_rs_r <= 1;
		lcd_reset_r <= 0;
		spi_data <= 8'hFF;
		bit_loop <= 0;
		pixel_cnt <= 0;
	end else begin
		case (init_state)
			INIT_RESET : begin
				if (clk_cnt == CNT_100MS) begin
					clk_cnt <= 0;
					init_state <= INIT_PREPARE;
					lcd_reset_r <= 1;
				end else begin
					clk_cnt <= clk_cnt + 1;
				end
			end
			INIT_PREPARE : begin
				if (clk_cnt == CNT_200MS) begin
					clk_cnt <= 0;
					init_state <= INIT_WAKEUP;
				end else begin
					clk_cnt <= clk_cnt + 1;
				end
			end
			INIT_WAKEUP : begin
				if (bit_loop == 0) begin
					lcd_cs_r <= 0;
					lcd_rs_r <= 0;
					spi_data <= 8'h11;  
					bit_loop <= bit_loop + 1;
				end else if (bit_loop == 8) begin
					lcd_cs_r <= 1;
					lcd_rs_r <= 1;
					bit_loop <= 0;
					init_state <= INIT_SNOOZE;
				end else begin
					spi_data <= { spi_data[6:0], 1'b1 };
					bit_loop <= bit_loop + 1;
				end
			end
			INIT_SNOOZE : begin
				if (clk_cnt == CNT_120MS) begin
					clk_cnt <= 0;
					init_state <= INIT_WORKING;
				end else begin
					clk_cnt <= clk_cnt + 1;
				end
			end
			INIT_WORKING : begin
				if (cmd_index == MAX_CMDS + 1) begin
					init_state <= INIT_DONE;
				end else begin
					if (bit_loop == 0) begin
						lcd_cs_r <= 0;
						lcd_rs_r <= init_cmd[cmd_index][8];
						spi_data <= init_cmd[cmd_index][7:0];
						bit_loop <= bit_loop + 1;
					end else if (bit_loop == 8) begin
						lcd_cs_r <= 1;
						lcd_rs_r <= 1;
						bit_loop <= 0;
						cmd_index <= cmd_index + 1;  
					end else begin
						spi_data <= { spi_data[6:0], 1'b1 };
						bit_loop <= bit_loop + 1;
					end
				end
			end
			INIT_DONE : begin
				if (pixel_cnt == 32400) begin
					;  
				end else begin
					if (bit_loop == 0) begin
						lcd_cs_r <= 0;
						lcd_rs_r <= 1;
						spi_data <= pixel[15:8];
						bit_loop <= bit_loop + 1;
					end else if (bit_loop == 8) begin
						spi_data <= pixel[7:0];
						bit_loop <= bit_loop + 1;
					end else if (bit_loop == 16) begin
						lcd_cs_r <= 1;
						lcd_rs_r <= 1;
						bit_loop <= 0;
						pixel_cnt <= pixel_cnt + 1;  
					end else begin
						spi_data <= { spi_data[6:0], 1'b1 };
						bit_loop <= bit_loop + 1;
					end
				end
			end
		endcase
	end
end
endmodule
==> results.toml <==
# implementation run metrics
[drt]
drt-total-wl_mm = 13.7
via_per_inst = 6.30
via_count = 4766
n_antenna_cell = 0
dr.pass1.iters = 7
wl_per_cell_um = 18.1
dr.first_iter.drc_count = 495
remaining_drc_errors = 0
detail-route-antenna-nets = 0

[final_timing]
drv_slew = 0
relSlewSlack_pct = 52.0
tns_ns = 0
timing.hold.ws_ns = 0.463
grt_setup_unrepaired = "false"
worst_slew_pin_slew_ns = 0.721
setup_violations = 0
setup_ws_ns = 1.34
hold_viol_final = 0
skew_ns = 0.00793

[floorplanning]
coreArea_mm2 = 0.0108
core_util_floorplan_pct = 51.2
num_rows = 38
die_x_um = 107
die-height_um = 107
ios = 8
chipArea_mm2 = 0.0115

[synth]
edf_count = 0
synthCells = 623
flop_cell = "dfrtp_1"
netlist_area_mm2 = 0.00552
synth.avg_cell_area_um2 = 8.86
yosys_area_mm2 = 0.00552
synth_flops = 77
synthArstFlopShare_pct = 100
synth_cell_types = 88
ys_seq_share_pct = 35.1
ys_cells = 623
synth_warnings = 1

[worst_setup_path]
crit_top_cell = "clkbuf_8"
cpMaxStageDelayCell = "clkdlybuf4s50_1"
cp_max_fo = 9
cp-end-kind = "output port"
cp_data_required_time_ns = 5.84
worst-setup-path-type = "clock port to output port"
critPathLaunchType = "clock port"
cp_cell_sequence = "clkbuf_8 > clkbuf_8 > inv_1 > clkdlybuf4s50_1"
critPathMaxStageDelay_ns = 0.45
worstPathArrival_ns = 4.50

[clocking]
path_clk_slew_ns = 0.08
cts.htree.levels = 3
cts-hold-fix-buffers = 0
numCtsBuffers = 9
cts_root_buf = "clkbuf_8"
tritoncts = "yes"
cts_resized = 0
post-cts-setup-buffer-count = 0
clock_latency_ns = 0.36
cts_max_path_buffers = 2

[cells_and_area]
final_cell_count_no_fill = 756
final_util_pct = 53.6
drive_gt1_share_pct = 10.2
flop_area_mm2 = 0.00194
fillers = 928
syn2layout_area_growth_pct = 4.69
comb_area_mm2 = 0.00329

[flow_run]
warnings = 35
maxCapViolations = 0

[global_routing]
grt_pass1_vias = 4340
grt_max_degree = 47
grt_usage_pct = 25.8
grt_pass1_wl_mm = 22.8
globalRouteOverflowTotal = 0
antenna_found_initial = 0

[power]
max-vdd-ir-drop_mv = 0.125
power_density_mw_per_mm2 = 134
leakage_nw = 2.48

[hold_path]
hold_class = "flop to flop"

[place]
post-place-ws_ns = 1.73
dp_hpwl_mm = 9.62
routabilityCongestion = 0.977
dp.cells = 740
port_buffers = 6

[status]
status = "complete, no violations"
## synth_stat cells (all sizes together) (7+ instances only)
master | number | area (um^2)
mux2i | 7 | 70.1
xnor2 | 34 | 298
xor2 | 16 | 140
nand2 | 52 | 195
nand4 | 20 | 131
clkbuf | 12 | 45.0
ha | 12 | 150
nor4 | 15 | 115
buf | 25 | 183
inv | 18 | 67.6
nor2b | 18 | 113
nand3 | 27 | 135
and3 | 12 | 80.1
or3 | 8 | 50.1
nand2b | 12 | 75.1
dfrtp | 66 | 1650
o21ai | 40 | 208
nor3 | 13 | 70.1
a21oi | 21 | 105
nor2 | 48 | 180
dfstp | 11 | 289
nand3b | 10 | 75.1
## cells in the final DEF (no fill, tap or decap), types with 5 or more instances in the layout
cell and instances:
dfrtp_1 66, nand2_1 52, nor2_1 48, o21ai_0 36, xnor2_1 34, nand3_1 27
a21oi_1 21, nand4_1 19, inv_1 18, nor2b_1 18, xor2_1 16, nor4_1 13
nor3_1 12, nand2b_1 12, ha_1 12, and3_1 11, dfstp_2 11, nand3b_1 10
clkbuf_8 10, buf_4 9, or3_1 8, mux2i_1 7, and3b_1 6, a211oi_1 6
nor3b_1 5, and4_1 5, or2_2 5, clkdlybuf4s50_1 5
## path summary, 6_finish.rpt
| check | from | end | slack, ns | cells after the start |
|---|---|---|---|---|
| hold reg to reg | lcd_reset_r$_DFFE_PN0P_ | lcd_reset_r$_DFFE_PN0P_ | 0.46 | 1 |
| setup reg to reg | cmd_index[0]$_DFFE_PN0P_ | spi_data[3]$_DFFE_PN1P_ | 4.27 | 9 |
| max in group asynchronous | resetn | init_state[0]$_DFF_PN1_ | 5.37 | 2 |
| min in group asynchronous | resetn | clk_cnt[25]$_DFFE_PN0P_ | 1.03 | 1 |
| setup / recovery | clk | lcd_clk | 1.34 | 4 |
| hold / removal | lcd_reset_r$_DFFE_PN0P_ | lcd_reset_r$_DFFE_PN0P_ | 0.46 | 1 |
## per-layer routing
layer,share of wire [%],global-route usage (%),up-vias
met3,7.8,5.15,40
met1,47,42.4,2233
li1,-,-,2281
met2,42,36.1,212
met5,0,0,-
met4,3.0,5.38,0
## logic make-up (layout without fill, tap and decap cells)
family	Yosys count	in the layout	synth area share (%)
simple gates	281	281	29.4
compound gates	139	139	17.9
flops	77	77	35.1
buf+inv	55	48	5.35
xor+xnor	50	50	7.93
fa+ha+maj	12	12	2.72
mux	8	8	1.47
other cells	1	1	0.0679
## sequential cells by signal, indices dropped and copies added, names as in the netlist
name         cells
bit_loop         5
clk_cnt         32
cmd_index        7
init_state       6
lcd_cs_r         1
lcd_reset_r      1
lcd_rs_r         1
pixel_cnt       16
spi_data         8
## where the power goes
group          leakage (nW)  switching, W    total, W  internal [W]
registers              1.04             0    0.000426      0.000426
clock network         0.110      0.000164    0.000341      0.000177
logic                  1.34    0.00000787  0.00000857   0.000000700
total                  2.48      0.000172    0.000776      0.000604
## area by class of cell
type	instances	share of cell area, %
clock buffers	13	2.68
clock inverters	5	0.909
inverters	17	1.10
multi-input cells	491	56.8
flip-flops and latches	77	33.6
well taps	140	3.03
repair buffers	13	1.86
## stage by stage
stage	area [um^2]	power, W
global route	5780	0.000813
detailed placement	5590	0.000455
global placement	5590	0.000455
floorplan	5520	0.000436
CTS	5780	0.000791
finish	5780	0.000776
## critical path: cells and delay by family
kind / cells / cell delay [ns]
buffers and inverters: 4 / 0.85
No activity file was given, so power comes from the tool's default toggle rates.
